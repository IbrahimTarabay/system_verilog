### design/flow/config.mk
export PLATFORM = sky130hd
export DESIGN_NAME = max
export DESIGN_NICKNAME = max
export VERILOG_FILES = /design/flow/design.v
export SDC_FILE = /design/flow/constraint.sdc
export NUM_CORES = 4
export LEC_CHECK = 1
export CORE_AREA = 10 10 70 70
export DIE_AREA = 0 0 80 80
### design/flow/constraint.sdc
current_design max

set clk_period 5.0
set clk_io_pct 0.2

create_clock -name clk0 -period $clk_period

set non_clock_inputs [all_inputs -no_clocks]
set_input_delay [expr $clk_period * $clk_io_pct] -clock clk0 $non_clock_inputs
set_output_delay [expr $clk_period * $clk_io_pct] -clock clk0 [all_outputs]
### design/flow/design.v
module max (input [7:0] a, 
            input [7:0] b, 
            output reg [7:0] out);
  always @* begin
    if (a>b)
      out = a;
    else
      out = b;
  end
endmodule
### design/flow/run.sh
#!/bin/bash
# OpenROAD 26Q1-2900-gdf79404cd8, Yosys 0.63+post, stock flow scripts
make -C /OpenROAD-flow-scripts/flow DESIGN_CONFIG=/design/flow/config.mk WORK_HOME=/design/flow/orfs finish
==> CHANGELOG.md <==
## Implementation

* Post-synth top cells: ha_1 (8), inv_1 (8), mux2_2 (8)
* GRT Util Overall at ~2.7%
* Kind of critical path: primary input to output pin
* Post-cts hold buffer count at 0
* Post-synthesis chip area from yosys at slightly above 300 um^2
* Cts repair resizes at 0
* Post-CTS Setup Inserts at 0
* Share of cells above drive strength 1 at about a fifth
* Vias per cell at roughly 3.2
* Hold path depth at 3
* GR Overflow Total at 0
* Setup-failing EPs final at 0
* Hold WS at slightly above 3 ns
* Io pins at 24
* Antenna Cells at 0
* Leakage Power at roughly 0.00025 uW
* Routability cong. at between 0.7 and 0.8
* Average wire per standard cell at a little under 9 um
* CP arrival at about 3.3 ns
* Core Util at FP at under 10%
* Ys cells at 35
* Startpoint Class: primary input
* Setup crit end kind: output pin
* Area leader share at around 33%
* Drt pass-1 iters at 1
* RSZ-0062 raised after global routing: false
* Hpwl dp at ~840 um
* Ys Warns at 1
* CORE AREA at between 3000 and 4000 um^2
* Port Buffer Count at 24
* Max-cap violations at 0
* Vias in the first global route at approximately 340
* Setup TNS at 0 ns
* Worst Path Required at around 4 ns
* Fmax at ~240 MHz
* Slew HR at roughly 72%
* Hold crit path type: primary input to output pin
* Drc violations at 0
* Die span in y at 80 um
* Tightest Pin Transition at between 0.4 and 0.5 ns
* Distinct lib cells at 11
* Die area at between 6000 and 7000 um^2
* Slew Limit Fails at 0
* Run status: finished, final reports clean
* Top area cell types: ha_1 (33%), mux2_2 (30%), inv_1 (9.9%)
* Layout area overhead at 97.94%
* Vias at about 330
* Flip-flop and latch area at 0 um^2
* Remaining antenna violation count at 0
* Critical path peak fanout at 8
* Peak VDD IR at 34.05 uV
* Iter 0 DRT Violations at 0
* Period utilization at 85.09%
* Hold Vio Cnt, Final at 0
* Util after Layout at roughly 18%
* Final worst path period need at between 4 and 5 ns
* Clock buffer cells at 0
* Seq_cells at 0
* Largest net degree at the start of global routing at 9
* Synth area leader: ha_1
* Initial antenna violation count at 0
* Post-synthesis sequential area ratio at 0%
* Avg Cell Area, Syn at around 8.7 um^2
* OpenROAD warning count at 32
* Hold path endpoint: out[0]
* Pwr Density at between 90 and 100 nW/um^2
* Filler cells at 390
* Post-Syn Area at approximately 300 um^2
* Mapped Cells at 35
* Global-route wire length before repair at around 1500 um
* Std-Cell Rows at 21
* Final wirelength at slightly above 900 um
* Min-delay src: a[0]
* Die width at 80 um
[critical path: stages]
cell and delay [ns]:
clkdlybuf4s50_1 0.48, inv_1 0.05, ha_1 0.30, a21oi_1 0.14, o21ai_0 0.18, o22ai_4 0.30
mux2_2 0.38, clkdlybuf4s50_1 0.42
[power by group]
part | leakage [uW] | total (uW) | switching (uW) | internal (uW)
logic | 0.000250 | 56.4 | 18.2 | 38.2
registers | 0 | 0 | 0 | 0
clock network | 0 | 0 | 0 | 0
total | 0.000250 | 56.4 | 18.2 | 38.2
[logic make-up after synthesis]
family                   count (synthesis)  share of synthesized area, %
AND-OR/OR-AND                            7                         20.16
AND/OR/NAND/NOR                          4                         7.407
multiplexers                             8                         29.63
buffers and inverters                    8                         9.877
adder cells (fa/ha/maj)                  8                         32.92
[layout by cell type (no fill, tap or decap)]
cell type,netlist,routed
o211ai_2,1,1
clkdlybuf4s50_1,0,24
a21oi_1,3,3
o22ai_4,1,1
inv_1,8,8
ha_1,8,8
nand2_1,1,1
nor2b_1,1,1
mux2_2,8,8
o21ai_0,1,1
a21oi_2,1,1
nand4_1,2,2
[stage by stage]
stage | instances | cell area (um^2) | power [uW] | worst slack [ns]
global route | 105 | 601.8 | 62.49 | 0.6088
global placement | 105 | 601.8 | 56.79 | 0.7664
floorplan | 35 | 304.0 | 23.94 | 1.786
finish | 105 | 601.8 | 56.41 | 0.7454
detailed placement | 105 | 601.8 | 56.99 | 0.7351
CTS | 105 | 601.8 | 57.65 | 0.7264
[area by class of cell]
type                       instances  area [um^2]  area share (%)
multi-input combinational         27        274.0           45.53
timing repair buffer              24        240.2           39.92
tap                               46        57.56           9.563
inverter                           8        30.03           4.990
[routing by layer]
metal / global-route usage (%) / vias up / part of all wire [%]
met1: 4.680 / 129 / 60
met4: 0 / 0 / 0
met5: 0 / - / 0
met3: 1.705 / 0 / 20
li1: - / 178 / -
met2: 2.568 / 24 / 20
[worst max-delay path by stage]
stage / start / end / cells after the start
after global routing: b[7] / out[2] / 8
final: b[7] / out[3] / 8
after CTS: b[1] / out[3] / 9
Power figures rest on the tool's default switching activity, not on a simulated workload.
