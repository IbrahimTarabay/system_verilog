[/design/flow/design.v]
module alu(
           input [7:0] A,B,   
           input [1:0] ALU_Sel, 
           output [7:0] ALU_Out,  
           output CarryOut  
    );
    reg [7:0] ALU_Result;
    wire [8:0] tmp;
    assign ALU_Out = ALU_Result;  
    assign tmp = {1'b0,A} + {1'b0,B};
    assign CarryOut = tmp[8];  
    always @(*)
    begin
        case(ALU_Sel)
        2'b11:  
           ALU_Result = A + B ; 
        2'b10:  
           ALU_Result = A - B ;
        2'b01:  
           ALU_Result = A * B;
        2'b00:  
           ALU_Result = A/B;
          default: ALU_Result = A + B ; 
        endcase 
  end
endmodule 
[/design/flow/run.sh]
#!/bin/bash
# OpenROAD 26Q1-2900-gdf79404cd8, Yosys 0.63+post, stock flow scripts
make -C /OpenROAD-flow-scripts/flow DESIGN_CONFIG=/design/flow/config.mk WORK_HOME=/design/flow/orfs finish
[/design/flow/config.mk]
export PLATFORM = sky130hd
export DESIGN_NAME = alu
export DESIGN_NICKNAME = alu
export VERILOG_FILES = /design/flow/design.v
export SDC_FILE = /design/flow/constraint.sdc
export NUM_CORES = 4
export LEC_CHECK = 1
export CORE_UTILIZATION = 50
[/design/flow/constraint.sdc]
current_design alu

set clk_period 16.0
set clk_io_pct 0.2

create_clock -name clk0 -period $clk_period

set non_clock_inputs [all_inputs -no_clocks]
set_input_delay [expr $clk_period * $clk_io_pct] -clock clk0 $non_clock_inputs
set_output_delay [expr $clk_period * $clk_io_pct] -clock clk0 [all_outputs]
==> impl_metrics.tcl <==
# place-and-route summary
set metrics [dict create \
    initial_antenna_violation_count 0 \
    synth-xor-area-share 0.115 \
    worstPathArrival_ns 12.11 \
    final_critical_path_setup_slack_ns 0.690 \
    core-area_sq_mm 0.00606 \
    simple_gate_share 0.183 \
    synth_warn 1 \
    start_kind "input pin" \
    report.final.slew_viol_count 0 \
    p_leak_nw 2.06 \
    power_uw 217 \
    critPathMaxStageDelay_ns 0.65 \
    synthTopCellsByArea "ha_1 28%, fa_1 8.1%, xnor2_1 6.8%, inv_1 4.9%, nor2_1 4.8%" \
    netlist_area_sq_mm 0.00321 \
    diodes 0 \
    post_dp_hpwl_um 7260 \
    avgRoutedWirePerCell_um 15.7 \
    port-buffer-count 27 \
    netlist.area_leader.share 0.277 \
    worst_hold_startpoint "B[0]" \
    net-switching-power_uw 106 \
    top_logic_kind "adder cells" \
    grt_first_pass_wirelength_um 14400 \
    endpoint_kind "output port" \
    yosys_cells 424 \
    crit_slowest_cell "or4b_2" \
    row_count 28 \
    worst-endpoint-required_ns 12.80 \
    maxCapViolations 0 \
    fp.dieArea_sq_mm 0.00675 \
    power_frac_comb 1.000 \
    grt_overflow_total 0 \
    synthesis.instances 424 \
    yosysChipArea_sq_mm 0.00321 \
    post_cts_hold_buffer_count 0 \
    place_worst_setup_slack_ns -0.322 \
    seqCellArea_sq_um 0 \
    synth_area_leader_cell "ha_1" \
    i_o_pins 27 \
    power_frac_seq 0 \
    postRouteWirelength_um 8930 \
    layout.clock_buffers 0 \
    seq_area_frac_synth 0 \
    areaGrowthSynthToFinish_pct 29.2 \
    slew_headroom 0.582 \
    layout-drive-gt1-share 0.202 \
    powerDensity_mw_per_mm2 52.3 \
    die_w_um 82.1 \
    routed-via-count 3212 \
    muxShareOfSynthArea 0.0444 \
    openroad.warnings 38 \
    vias_per_cell 5.64 \
    power_switching_share 0.489 \
    drt_pass1_iterations 4 \
    grt_setup_unrepaired "no" \
    cellInternalPower_uw 111 \
    timing.critical_path.mode_cell "ha_1" \
    post-route-period-util 0.957 \
    setup_violations_final 0 \
    run_status "completed" \
    drc 0 \
    gp_routability_congestion 0.976 \
    fmax_mhz 65.3 \
    die_h_um 82.1 \
    finalHoldViolations 0 \
    grt_start_max_net_pins 17 \
    first_global_vias 2954 \
    criticalPathCategory "in2out" \
    layout_min_cycle_time_ns 15.31 \
    worst_pin_slew_ns 0.626 \
    detailedRoute.firstIterationViolations 120 \
    synthAoiAreaFrac 0.232 \
    antenna_left 0 \
    crit_path_max_fanout 7 \
    n_fill_cell 500 \
    track_usage 0.289 \
    design.seq.count 0 \
    floorplanUtilization 0.530 \
    min_delay_path_class "in2out" \
    syn_area_per_cell_sq_um 7.58 \
    post_synth_fa_ha_maj_area_fraction 0.358 \
    holdPathStages 7 \
    ir_drop_mv 0.0393 \
    clock_power_share 0 \
    yosys.cell_types.count 56 \
    logic_area_sq_mm 0.00317 \
    timing.hold.worst_endpoint "ALU_Out[0]" \
]
[critical path, delay by kind of cell]
kind,cells,cell delay (ns)
AOI/OAI and AO/OA,22,3.79
adders and majority gates,7,2.19
buffers and inverters,5,0.71
muxes,2,0.52
and+or+nand+nor,7,1.70
[through the flow]
| step | util | cell area [sq um] | std cells | hold slack [ns] | setup TNS (ns) |
|---|---|---|---|---|---|
| 6_report | 0.685 | 4150 | 570 | 7.14 | 0 |
| 5_1_grt | 0.685 | 4150 | 570 | 7.24 | 0 |
| 4_1_cts | 0.651 | 3950 | 565 | 7.74 | 0 |
| 3_5_place_dp | 0.642 | 3890 | 563 | 7.74 | -0.322 |
| 3_3_place_gp | 0.642 | 3890 | 563 | 7.73 | 0 |
| 2_1_floorplan | - | 3210 | 424 | 6.48 | 0 |
[final cells by class]
type / instances / share of cell area
tap: 75 / 0.0226
timing repair buffer: 84 / 0.175
inverter: 42 / 0.0380
multi-input combinational: 369 / 0.764
[what timing repair did]
| item | CTS | global route |
|---|---|---|
| resized | 9 | 41 |
| setup buffers | 2 | 5 |
| endpoints found under the setup margin | 1 | 2 |
| pin swaps | 3 | 28 |
[worst max path at each step]
stage | start | depth (start not counted) | slack, ns | endpoint
final | B[2] | 43 | 0.69 | ALU_Out[0]
after global routing | B[2] | 44 | 0.09 | ALU_Out[0]
after CTS | B[1] | 45 | 0.006 | ALU_Out[0]
[per-layer routing]
metal	wire, um	share of wire	up-vias	GRT usage
li1	-	-	1661	-
met1	4400	0.49	1467	0.423
met2	4010	0.45	74	0.491
met3	398	0.045	10	0.00669
met4	110	0.012	0	0.0333
met5	0	0	-	0
[power groups by stage]
stage / logic [mW] / registers (mW) / clock network (mW)
CTS: 0.207 / 0 / 0
global route: 0.244 / 0 / 0
finish: 0.217 / 0 / 0
[placed cells by master, fill, tap and decap left out, types with 8 or more instances in the layout]
cell type / netlist / routed
dlymetal6s2s_1: 0 / 10
a21o_1: 10 / 10
a21oi_1: 29 / 22
fa_1: 13 / 13
mux2i_1: 12 / 10
o21ai_0: 17 / 12
nor2_1: 41 / 41
xnor2_1: 25 / 25
ha_1: 71 / 67
xor2_1: 12 / 12
o21a_1: 8 / 8
nor3_1: 11 / 9
nand2_1: 37 / 37
inv_1: 42 / 41
clkdlybuf4s50_1: 0 / 17
buf_4: 0 / 56
[cells in the mapped netlist, types with 2 or more instances]
| cell type | number |
|---|---|
| xnor3_1 | 2 |
| mux2i_1 | 12 |
| nand3_1 | 6 |
| buf_2 | 2 |
| xnor2_1 | 25 |
| mux2_2 | 2 |
| nor2_1 | 41 |
| nand2b_1 | 4 |
| nor2b_1 | 4 |
| nand2_1 | 37 |
| clkbuf_1 | 10 |
| o31ai_1 | 2 |
| o21ai_1 | 3 |
| a31oi_1 | 7 |
| o21a_1 | 8 |
| xor2_1 | 12 |
| ha_1 | 71 |
| inv_1 | 42 |
| o211ai_1 | 6 |
| a21o_1 | 10 |
| or3_1 | 3 |
| nor3_1 | 11 |
| fa_1 | 13 |
| and2_1 | 6 |
| nor4_1 | 3 |
| a211oi_1 | 4 |
| a21oi_1 | 29 |
| o21ai_0 | 17 |
| o22ai_1 | 2 |
| a41oi_1 | 2 |
| or2_2 | 3 |
[kinds of logic after synthesis]
logic type / after synthesis
AOI/OAI and AO/OA: 107
xor gates and xnor gates: 39
adders and majority gates: 84
buffers and inverters: 55
muxes: 14
and+or+nand+nor: 125
