File: flow/config.mk
export PLATFORM = sky130hd
export DESIGN_NAME = decoder_7_segment
export DESIGN_NICKNAME = decoder_7_segment
export VERILOG_FILES = /design/flow/design.v
export SDC_FILE = /design/flow/constraint.sdc
export NUM_CORES = 4
export LEC_CHECK = 1
export CORE_AREA = 10 10 70 70
export DIE_AREA = 0 0 80 80
File: flow/constraint.sdc
current_design decoder_7_segment

set clk_period 1.0
set clk_io_pct 0.2

create_clock -name clk0 -period $clk_period

set non_clock_inputs [all_inputs -no_clocks]
set_input_delay [expr $clk_period * $clk_io_pct] -clock clk0 $non_clock_inputs
set_output_delay [expr $clk_period * $clk_io_pct] -clock clk0 [all_outputs]
File: flow/design.v
module decoder_7_segment(
    input [3:0]n,
    output reg [6:0]o
    );
always @*
case (n)
4'h0 :      	 
o = 7'b1111110;
4'h1 :    	 
o = 7'b0110000  ;
4'h2 :  	 
o = 7'b1101101 ; 
4'h3 : 		 
o = 7'b1111001 ;
4'h4 :		 
o = 7'b0110011 ;
4'h5 :		 
o = 7'b1011011 ;  
4'h6 :		 
o = 7'b1011111 ;
4'h7 :		 
o = 7'b1110000;
4'h8 :           
o = 7'b1111111;
4'h9 :    	 
o = 7'b1111011 ;
4'hA :  	 
o = 7'b1110111 ; 
4'hB : 		 
o = 7'b0011111;
4'hC :		 
o = 7'b1001110 ;
4'hD :		 
o = 7'b0111101 ;
4'hE :		 
o = 7'b1001111 ;
4'hF :		 
o = 7'b1000111 ;
endcase         
 endmodule
File: flow/run.sh
#!/bin/bash
# OpenROAD 26Q1-2900-gdf79404cd8, Yosys 0.63+post, stock flow scripts
make -C /OpenROAD-flow-scripts/flow DESIGN_CONFIG=/design/flow/config.mk WORK_HOME=/design/flow/orfs finish
==> out/metrics.cfg <==
[route]
antenna_left=0
vias=336
first_iter_violations=3
drt-total-wl_um=941
drcViolationCount=0
via_per_inst=3.200
n_antenna_cell=0
wire_per_inst_um=8.962
dr.pass1.iters=2

[logic_synthesis]
yosys.area.top_type=ha_1
ys_area_um2=287.8
yosysSeqAreaShare_pct=0
synthCells=33
ys_cells=33
synth.top_cell.area_share_pct=30.43
syn-cell-area_um2=287.8
ys_types=17
ys_warn_count=1
syn_area_per_cell_um2=8.720
topCellsByArea=ha_1 30%, mux2_2 12%, mux4_1 9.1%

[die]
core_mm2=0.003416
die_height_um=80
ios=11
fp.dieW_um=80
dieArea_mm2=0.006400
fp_util_pct=8.425
rows=21

[placed_design]
post-place-ws_ns=-1.232
placed_area_um2=553.0
gp_congestion=0.8053
dp.cells=98
port_buffers=11

[worst_hold_path]
min_from=n[3]
hold_path.class=input port to output port

[global_route]
grt_overflow_total=0
grt_pass1_wl_um=1524
grt_max_degree=8
grtUsageTotal_pct=2.844
antenna_found_initial=0
grt_pass1_vias=329

[final_timing]
finalMaxSlewViolations=0
setup_slack_ns=-0.4483
tightest_slew_ns=0.1862
relSlewSlack_pct=87.59
setup_violations=7
hold_viol=0
finalCritPeriodShare_pct=144.8
rsz0062_at_grt=yes
fmax_mhz=690.5
post-route-min-period_ns=1.448

[cells_and_area]
clock_buffers=0
drive_gt1_share_pct=74.58
area_delta_synth_final_pct=130.0
lay_top_count=buf_6
nFillCells=392
fin_area_um2=661.9
fin_util_pct=19.38
seq_area_um2=0
seq_cells=0
final_cells=105
final_cell_mix=11 x buf_6, 9 x buf_4, 7 x buf_2

[clock_tree]
cts_hold_buf=0

[run_status]
violations=negative setup slack
status=finished with violations

[power]
power_density_mw_per_mm2=366.3
ir_worst_vdd_mv=0.1350
leakagePower_uw=0.0002816

[critical_path]
path_max_fanout=4
end_kind=output port
crit_arrival_ns=1.25
startpoint=n[1]
crit_path_start_kind=input port
criticalPathCategory=input port to output port
critPathRequiredTime_ns=0.80

[job]
maxCapViolCount=0
tool_warnings=41

## worst max-delay path, stage by stage
cell	delay [ns]
buf_6	0.09
buf_6	0.13
inv_12	0.06
ha_4	0.19
mux4_2	0.45
buf_2	0.13
## metal layers
metal / vias to the layer above / global-route usage, % / share of wire (%)
li1: 169 / - / -
met1: 163 / 3.640 / 47
met2: 4 / 5.136 / 50
met3: 0 / 0.4545 / 3.2
met4: 0 / 0 / 0
met5: - / 0 / 0
## path summary, 6_finish.rpt
kind   end  slack (ns)  cells after the start
min   o[1]        0.91                      4
max   o[3]       -0.45                      6
## layout make-up
cell class / count / area (µm²) / share of cell area (%)
inverter: 5 / 38.79 / 5.860
multi-input combinational: 26 / 330.3 / 49.91
tap: 46 / 57.56 / 8.696
timing repair buffer: 28 / 235.2 / 35.54
## metrics by stage
| stage | power, µW | hold slack [ns] | TNS [ns] |
|---|---|---|---|
| CTS | 225.3 | 0.9041 | -2.511 |
| global placement | 204.4 | 1.528 | -8.069 |
| global route | 265.6 | 0.9423 | -2.705 |
| finish | 242.5 | 0.9134 | -2.406 |
| detailed placement | 205.8 | 1.534 | -8.113 |
| floorplan | 86.47 | 0.4871 | -0.04909 |
## synthesized netlist by cell type, types with 2 or more instances
master,count
mux2i_1,2
a21oi_1,3
mux2_2,3
ha_1,7
inv_1,5
nor3_1,2
## power by group
group	internal, µW	leakage [µW]	switching, µW	total [µW]
Sequential	0	0	0	0
Combinational	149	0.000282	93.8	242
Clock	0	0	0	0
## logic make-up (layout without fill, tap and decap cells)
| logic type | count (synthesis) | after routing | synth area share (%) |
|---|---|---|---|
| AND-OR/OR-AND | 6 | 6 | 15.22 |
| adder cells (fa/ha/maj) | 7 | 7 | 30.43 |
| AND/OR/NAND/NOR | 7 | 7 | 14.35 |
| buffers and inverters | 7 | 33 | 12.17 |
| multiplexers | 6 | 6 | 27.83 |
## timing repair
item | in CTS | in global routing
endpoints found under the setup margin | 7 | 7
pin swaps | 3 | 5
resized | 52 | 9
gates cloned | 0 | 0
buffers inserted | 6 | 1
No activity file was given, so power comes from the tool's default toggle rates.
